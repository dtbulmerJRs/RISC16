===== ./design.v =====
`timescale 1us / 100ps
module clk_500Hz(clk_in, rst, clock_500hz);
	input clk_in;  
	input rst;
	output clock_500hz;
	wire clock_500hz;   
	reg [15:0] y;  
	assign clock_500hz = 
	y[15] && y[14] && y[9] && y[8] && y[6] && y[4]; 
	initial begin
	y = 0;  
   end	
	always@(posedge clk_in, posedge rst)
	begin
		if(rst)
				y = 0;  
		else if(y >= 50000) y = 0;
		else   
				y = (y + 1'b1);  
	end
endmodule

===== ./run.sh =====
#!/bin/bash
# OpenROAD 26Q1-2900-gdf79404cd8, Yosys 0.63+post, stock flow scripts
make -C /OpenROAD-flow-scripts/flow DESIGN_CONFIG=/design/flow/config.mk WORK_HOME=/design/flow/orfs finish

===== ./config.mk =====
export PLATFORM = sky130hd
export DESIGN_NAME = clk_500Hz
export DESIGN_NICKNAME = clk_500Hz
export VERILOG_FILES = /design/flow/design.v
export SDC_FILE = /design/flow/constraint.sdc
export NUM_CORES = 4
export LEC_CHECK = 1
export CORE_AREA = 10 10 97 97
export DIE_AREA = 0 0 107 107

===== ./constraint.sdc =====
current_design clk_500Hz

set clk_period 2.9
set clk_io_pct 0.2

create_clock -name clk0 -period $clk_period [get_ports {clk_in}]

set non_clock_inputs [all_inputs -no_clocks]
set_input_delay [expr $clk_period * $clk_io_pct] -clock clk0 $non_clock_inputs
set_output_delay [expr $clk_period * $clk_io_pct] -clock clk0 [all_outputs]

==> reports/README.md <==
| Stage | Result | Reported |
|---|---|---|
| placed design | Estimated wirelength of the detail-placed design | 1090 µm |
| cts | Number of buffers between clock root and the deepest sink | 2 |
| run | OpenROAD warning count | 27 |
| pwr | Fraction of power consumed by combinational cells | 0.014 |
| pwr | Net switching component of the power | 0.0829 mW |
| routing | Antenna fix cells | 0 |
| critical path | Critical Path Start | y[6] |
| finish | Fraction of the core area covered by cells at the end of the flow | 0.139 |
| routing | Detailed route wirelength on metal2 | 675 µm |
| routing | Average wire length per cell after detail routing | 8.34 µm |
| routing | Count of TritonRoute iterations in the first routing pass | 4 |
| hold path | Number of cells on the worst hold path | 1 |
| synth | Number of cell instances after yosys synthesis | 86 |
| finish | Area grow syn2layout | 25.0% |
| routing | Detail-routed via count per cell | 3.19 |
| routing | Sum of routed wire length over all layers | 1590 µm |
| routing | Uppermost metal layer occupied by signal nets | met4 |
| critical path | Required time of the critical path | 2320 ps |
| cts | Insertion delay to the later sink of the worst-skew pair | 250 ps |
| floorplan | Top-level port count | 3 |
| routing | Routed length on met1 | 795 µm |
| cts | Clock transition at path regs | 60 ps |
| placed design | Routability congestion estimate from global placement | 0.830 |
| routing | Wire length on met3 | 110 µm |
| synth | Number of standard cells after synthesis | 86 |
| grt | Aggregate global-route resource usage | 0.0287 |
| cts | Hold bufs inserted after CTS | 0 |
| routing | Residual DRC | 0 |
| critical path | Critical Path Sink Type | output port |
| synth | Tally of unique sky130hd cells used after synthesis | 20 |
| synth | Mapped Avg Cell Area | 9.41 µm² |
| floorplan | Total die size | 11400 µm² |
| pwr | Power density cells | 423 nW/µm² |
| cts | Clock sink total | 16 |
| synth | Synth top area share | 0.495 |
| critical path | Crit path max-delay cell type | sky130_fd_sc_hd__clkdlybuf4s50_1 |
| grt | Pin count of the biggest net entering global routing | 17 |
| synth | Top cells by area | sky130_fd_sc_hd__dfrtp_1, sky130_fd_sc_hd__xnor2_1, sky130_fd_sc_hd__nor2_1, sky130_fd_sc_hd__nor4_1, sky130_fd_sc_hd__ha_1 |
| critical path | Maximum fanout encountered on the critical timing path | 5 |
| sta | Number of endpoints failing setup at the final stage | 0 |
| pwr | Relative contribution of the clock network to total power | 0.465 |
| critical path | Capturing point of the worst reg2reg path | y[15] |
| sta | Worst Hold Slack | 528 ps |
| cts | Clock tree from TritonCTS | yes |
| run | Reported max-cap violation count | 0 |
| critical path | Critical path startpoint category | flop |
| cts | Post-CTS setup repair buffer count | 0 |
| pwr | Net Sw Frac | 0.194 |
| sta | Tmin final | 2030 ps |
| floorplan | Floorplan Utilization | 0.111 |
| floorplan | Row Count | 31 |
| floorplan | Die X | 107 µm |
| outcome | Result of the run | complete, no violations |
| critical path | Reg-to-reg slack, setup | 1170 ps |
| grt | Antenna violations before repair | 0 |
| pwr | Static Leak | 0.392 nW |
| sta | Final worst path period share | 0.698 |
| cts | Clock H-tree levels | 1 |
| hold path | Hold crit path type | reg -> reg |
| finish | Proportion of layout cells with a drive suffix above 1 | 0.0761 |
| routing | Overall via count from detail_route | 610 |
| cts | Clock tree root driver cell | sky130_fd_sc_hd__clkbuf_8 |
| critical path | Ordered list of cells on the worst path | nand2_1, nor3_1, clkdlybuf4s50_1 |
| sta | Setup TNS | 0 ps |
| synth | Sequential element share of the synthesized area | 0.495 |
| sta | Final Hold Vio Count | 0 |
| critical path | Logic depth of the worst register-to-register path | 5 |
| cts | Inserted Clock Buffers | 3 |
| grt | Global-route congestion overflow total | 0 |
| synth | Yosys reg bits | 16 |
| finish | Number of fillers in the final layout | 843 |
| routing | Detailed router's first-iteration violation count | 24 |
| synth | Post-synthesis cell type with the largest combined area | sky130_fd_sc_hd__dfrtp_1 |
| sta | RSZ-0062 raised after global routing | false |
| pwr | Largest voltage drop on the vdd net | 0.140 mV |
| critical path | Endpoint arrival time on the critical path | 1450 ps |
| critical path | Delay contributed by the slowest stage of the critical path | 490 ps |
| pwr | Share of power burned in registers | 0.522 |
| floorplan | Core area | 7290 µm² |
| synth | Warning count from the yosys run | 1 |
| sta | Slew Viols, Final | 0 |
| hold path | Hold Path Origin | y[0] |
| pwr | Total design power | 0.428 mW |
| sta | Relative slew slack | 0.485 |
| placed design | Number of port buffers | 2 |
| sta | Worst-Margin Slew | 773 ps |
| critical path | Critical path class | reg -> out |
| floorplan | Die y size | 107 µm |
| synth | Yosys Chip Area | 810 µm² |
| synth | Combined area of all synthesized cells | 810 µm² |
| grt | Global-route wire length before repair | 2680 µm |
| finish | Flip-flop count of the largest register after layout | 16 |
| hold path | Destination of the worst hold path | y[0] |
| routing | Remaining antenna violation count | 0 |
| sta | Highest attainable clock frequency | 0.494 GHz |
| pwr | Int Power | 0.345 mW |
| grt | Vias in the first global route | 571 |
| sta | Largest clock skew in the final design | 1.47 ps |
| critical path | R2r startpoint | y[9] |
| cts | Resized cells post-CTS | 0 |
cell families (layout without fill, tap and decap cells):
| group | count (synthesis) | in the layout | share of synthesized area |
|---|---|---|---|
| AOI/OAI and AO/OA | 5 | 5 | 0.0371 |
| adders and majority gates | 2 | 2 | 0.0309 |
| xor gates and xnor gates | 13 | 13 | 0.141 |
| DFF | 16 | 16 | 0.495 |
| buffers and inverters | 7 | 13 | 0.0325 |
| and+or+nand+nor | 43 | 43 | 0.264 |
through the flow:
step / setup slack [ps] / instance area (µm²) / std cells
after floorplan: 1400 / 810 / 86
after global placement: 1130 / 957 / 187
after detailed placement: 1140 / 957 / 187
after CTS: 858 / 1010 / 191
after global routing: 793 / 1010 / 191
final: 875 / 1010 / 191
power groups by stage:
stage	logic (mW)	clock network [mW]	registers (mW)
finish	0.00580	0.199	0.223
global route	0.00699	0.215	0.223
CTS	0.00629	0.205	0.223
metal layers:
metal | up-vias | track usage
li1 | 300 | -
met1 | 298 | 0.0382
met2 | 10 | 0.0404
met3 | 2 | 0.0164
met4 | 0 | 0.00387
met5 | - | 0
critical path: cells and delay by family, from the launching register on:
family | cells | cell delay, ps
buffers and inverters | 1 | 490
DFF | 1 | 390
and+or+nand+nor | 2 | 320
layout by cell type (no fill, tap or decap), types with 2 or more instances in the layout:
cell	n
sky130_fd_sc_hd__nand3_1	5
sky130_fd_sc_hd__ha_1	2
sky130_fd_sc_hd__nand4_2	2
sky130_fd_sc_hd__nor2_1	17
sky130_fd_sc_hd__inv_1	6
sky130_fd_sc_hd__clkdlybuf4s50_1	2
sky130_fd_sc_hd__a21oi_1	2
sky130_fd_sc_hd__xnor2_1	12
sky130_fd_sc_hd__nand2_1	6
sky130_fd_sc_hd__nor4_1	5
sky130_fd_sc_hd__dfrtp_1	16
sky130_fd_sc_hd__nor3_1	4
sky130_fd_sc_hd__clkbuf_8	4
synth_stat cells:
cell and n:
sky130_fd_sc_hd__inv_1 6, sky130_fd_sc_hd__clkbuf_1 1, sky130_fd_sc_hd__dfrtp_1 16, sky130_fd_sc_hd__nand4_2 2, sky130_fd_sc_hd__a21oi_1 2, sky130_fd_sc_hd__nand3_1 5, sky130_fd_sc_hd__o21ai_0 1, sky130_fd_sc_hd__nor4_1 5
sky130_fd_sc_hd__o31ai_1 1, sky130_fd_sc_hd__nor2_1 17, sky130_fd_sc_hd__nor2b_1 1, sky130_fd_sc_hd__nor3_1 4, sky130_fd_sc_hd__xnor2_1 12, sky130_fd_sc_hd__nand2_1 6, sky130_fd_sc_hd__nand4_1 1, sky130_fd_sc_hd__xor2_1 1
sky130_fd_sc_hd__or4_1 1, sky130_fd_sc_hd__ha_1 2, sky130_fd_sc_hd__or3_1 1, sky130_fd_sc_hd__a21o_1 1
worst max-delay path by stage:
stage | end | cells past startpoint
after CTS | clock_500hz | 3
after global routing | clock_500hz | 3
final | clock_500hz | 3
area by class of cell:
| class | instances | area [µm²] | area share |
|---|---|---|---|
| Clock buffer | 4 | 55.1 | 0.0544 |
| Multi-Input combinational cell | 63 | 383 | 0.378 |
| Sequential cell | 16 | 400 | 0.396 |
| Inverter | 6 | 22.5 | 0.0222 |
| Tap cell | 99 | 124 | 0.122 |
| Timing Repair Buffer | 3 | 27.5 | 0.0272 |
Power and IR drop assume default switching activity.
