--- flow/design.v ---
`timescale 1ns / 1ps
module DisplayController(clk_in, reset,R_hi,R_lo,S_hi,S_lo,anodes,a,b,c,d,e,f,g);
input          clk_in, reset;
   input     [3:0] S_hi;
   input     [3:0] S_lo;
   input     [3:0] R_hi;
input     [3:0] R_lo;
output wire [3:0]  anodes;
wire  [3:0]  ad_hex;   
output wire a,b,c,d,e,f,g;
wire clkToCon;
wire [1:0] segSel;
led_clk           lclk  (clk_in, reset,  clkToCon);
led_controller    ledcon(clkToCon, reset, anodes[3], anodes[2], anodes[1], anodes[0], segSel);
ad_mux            addr_mux(segSel, R_hi, R_lo, S_hi, S_lo, ad_hex);
hex_to_7seg       hexSeven(ad_hex,{a,b,c,d,e,f,g});
endmodule
`timescale 1ns / 1ps
module ad_mux(seg_sel,R_hi,R_lo,S_hi,S_lo,ad_out);
   input     [1:0] seg_sel;
   input     [3:0] S_hi;
   input     [3:0] S_lo;
   input     [3:0] R_hi;
   input     [3:0] R_lo;
   output    [3:0] ad_out;
   reg       [3:0] ad_out;
   always @(seg_sel)
   case(seg_sel)
      2'b00:    ad_out = S_lo;
      2'b01:    ad_out = S_hi;
      2'b10:    ad_out = R_lo;
      2'b11:    ad_out = R_hi;
      default:  ad_out = 4'bz;   
	endcase
endmodule
`timescale 1ns / 1ps
module hex_to_7seg(In, Out);
input [3:0] In;
output reg [6:0] Out;
always@(In)
begin
	case(In)
		4'b0000:	Out = 7'b1111110;
		4'b0001:  Out = 7'b0110000;
		4'b0010:  Out = 7'b1101101;
		4'b0011:  Out = 7'b1111001;
		4'b0100:  Out = 7'b0110011;
		4'b0101:  Out = 7'b1011011;
		4'b0110:  Out = 7'b1011111;
		4'b0111:  Out = 7'b1110000;
		4'b1000:	Out = 7'b1111111;
		4'b1001:  Out = 7'b1110011;
		4'b1010:  Out = 7'b1110111;
		4'b1011:  Out = 7'b0011111;
		4'b1100:  Out = 7'b1001110;
		4'b1101:  Out = 7'b0111101;
		4'b1110:  Out = 7'b1001111;
		4'b1111:  Out = 7'b1000111;
		default:	 Out = 7'b0000001;
	endcase	
	Out = ~Out;
end	
endmodule
`timescale 1ns / 1ps
module led_clk(clk_in,rst,clock_250hz);
   input    clk_in,rst;
   output   clock_250hz;
   reg      clock_250hz;   
   integer  counter;   
   initial begin
   counter = 0;  
   end	
   always@(posedge clk_in, posedge rst)
     if(rst == 1'b1)
       begin
            counter = 0;  
            clock_250hz = 0;
       end
     else
       begin
            counter = (counter + 1);  
            if(counter >= 25000)
              begin
                   clock_250hz = ~clock_250hz;
                   counter = 0;
              end
	  end
endmodule
`timescale 1ns / 1ps
module led_controller(clk,reset,a3,a2,a1,a0,seg_sel);
   input          clk, reset;
   output         a3,a2,a1,a0;     
   reg            a3,a2,a1,a0;
   output  [1:0]  seg_sel;
   reg     [1:0]  seg_sel;
   reg     [1:0]  ps;
   reg     [1:0]  ns;
   always @(ps) 
     begin
       case(ps)
         2'b00:   ns = 2'b01;
         2'b01:   ns = 2'b10;
         2'b10:   ns = 2'b11;
         2'b11:   ns = 2'b00;
         default: ns = 2'b00;
     endcase
   end
   always@(posedge clk, posedge reset)
   begin
      if(reset == 1'b1)  ps = 2'b00;
      else               ps = ns;
   end
   always@(ps)
   begin
      case(ps)
         2'b00:   {seg_sel,a3,a2,a1,a0} = 6'b001110;  
         2'b01:   {seg_sel,a3,a2,a1,a0} = 6'b011101;  
         2'b10:   {seg_sel,a3,a2,a1,a0} = 6'b101011;  
         2'b11:   {seg_sel,a3,a2,a1,a0} = 6'b110111;  
         default: {seg_sel,a3,a2,a1,a0} = 6'b001110; 
      endcase
   end
endmodule
--- flow/run.sh ---
#!/bin/bash
# OpenROAD 26Q1-2900-gdf79404cd8, Yosys 0.63+post, stock flow scripts
make -C /OpenROAD-flow-scripts/flow DESIGN_CONFIG=/design/flow/config.mk WORK_HOME=/design/flow/orfs finish
--- flow/config.mk ---
export PLATFORM = sky130hd
export DESIGN_NAME = DisplayController
export DESIGN_NICKNAME = DisplayController
export VERILOG_FILES = /design/flow/design.v
export SDC_FILE = /design/flow/constraint.sdc
export NUM_CORES = 4
export LEC_CHECK = 1
export CORE_UTILIZATION = 50
--- flow/constraint.sdc ---
current_design DisplayController

set clk_period 9.3
set clk_io_pct 0.2

create_clock -name clk0 -period $clk_period [get_ports {clk_in}]

set non_clock_inputs [all_inputs -no_clocks]
set_input_delay [expr $clk_period * $clk_io_pct] -clock clk0 $non_clock_inputs
set_output_delay [expr $clk_period * $clk_io_pct] -clock clk0 [all_outputs]
==> CHANGELOG.md <==
## Flow update

- Hold WC Path Type: reg -> reg
- Syn Inst Count: 301
- Worst r2r src: lclk.counter[0]
- Synth-to-Final Area Change: 14.8%
- Startpoint types: input pin
- Complex Gates by Area: 0.148
- Die span in y: 74.6 µm
- Synth Area in Simple Gates: 0.289
- DR vias: 2241
- Remaining global-route overflow: 0
- Cell Type Count: 54
- Core Rows: 26
- Worst setup endpoint: d
- Post-synthesis sequential area ratio: 0.352
- Vias in the first global route: 1895
- MaxCap Viol Count: 0
- Int Power: 227 µW
- Clock skew: 0.00456 ns
- Hold Violations, Final: 0
- Adder Area Share: 0.0285
- Most numerous logic cell after layout: dfrtp_1
- Setup bufs post-CTS: 0
- Max_slew headroom: 0.475
- Yosys stat area: 0.00263 mm²
- Iteration-0 DRC Markers: 121
- Root Driver: clkbuf_8
- Die Wd: 74.6 µm
- Flop pwr share: 0.492
- Arr. time, crit path: 4.33 ns
- # diodes: 0
- Final setup viols: 0
- Latency at later pin: 0.28 ns
- Async SR Flop Fraction: 1.00
- Core Area: 0.00507 mm²
- Most used DFF post-synth: dfrtp_1
- CTS tree: yes
- Pwr Density: 96.4 mW/mm²
- Critical path origin: S_hi[0]
- Avg WL per Cell: 14.4 µm
- Tmin final: 6.19 ns
- Post-route setup slack: 3.11 ns
- GRT Util Overall: 0.219
- Largest net degree at the start of global routing: 38
- Port bufs: 28
- CP required: 7.44 ns
- Total Neg Setup Slack: 0 ns
- Post-synthesis average cell area: 8.75 µm²
- Critical Path Sink Type: output port
- Share of layout cells above drive strength 1: 0.128
- RSZ-0062 raised after global routing: no
- Vias per cell: 5.73
- Tcrit/Tclk final: 0.666
- Synth Register Bits: 37
- Initial antenna violation count: 0
- CTS Hold Buffers Added: 0
- Post-Syn Area: 0.00263 mm²
- # Cells Yosys: 301
- Final WL: 5.64 mm
- Fmax: 0.162 GHz
- Worst-margin pin slew: 0.783 ns
- Sw Share: 0.223
- Post-cts resize count: 0
- First drt pass iteration count: 4
- WS Path Type: in -> out
- Logic pwr share: 0.093
- R2R Path End: lclk.clock_250hz
- OpenROAD warning count: 30
- Mux area share: 0.0290
- H-tree depth: 2
- Number of synthesis warnings: 5
- Clock slew at reported path FFs: 0.07 ns
- DPL Wire Length: 4.11 mm
- Status: complete, no violations
- Synth logic family: simple AND/OR/NAND/NOR gates
- Dominant logic cell types in the final layout: dfrtp_1 (36), clkdlybuf4s50_1 (28), nor2_1 (27)
- I/O Pins: 29
- Gpl congestion: 0.877
- Antenna violation net count after detailed routing: 0
- Die ar.: 0.00556 mm²
- Core Util at FP: 0.519
- CP max FO: 6
- Pre-CTS WS: 3.10 ns
- R2R depth: 9
- Register pins left without a clock: 4
- Xor/xnor share: 0.0898
- Fin. max-slew vios: 0
- R2R Setup Slk: 5.85 ns
- DRC: 0
- EDFF count, synth: 0
- CTS max path bufs: 2
- Worst VDD drop: 0.0000752 V
- First-pass GRT wire length: 9.23 mm
- Static Leak: 0.00116 µW
- Clock power share: 0.415
- CTS Buf Count: 5
- Endpoints left unconstrained: 8
- NetSw: 64.9 µW
per-stage QoR:
| stage | hold WS (ns) | total power, µW | utilization | area (µm²) | cells |
|---|---|---|---|---|---|
| floorplan | 0.476 | 158 | - | 2630 | 301 |
| global placement | 0.514 | 174 | 0.576 | 2920 | 383 |
| detailed placement | 0.522 | 174 | 0.576 | 2920 | 383 |
| CTS | 0.531 | 294 | 0.596 | 3020 | 391 |
| global route | 0.562 | 305 | 0.596 | 3020 | 391 |
| finish | 0.527 | 292 | 0.596 | 3020 | 391 |
synthesized netlist by cell type, types with 6 or more instances:
master	number	area [µm²]
nand2_1	21	78.8
nand4_1	11	68.8
xnor2_1	17	149
inv_1	15	56.3
o21ai_0	6	30.0
ha_1	6	75.1
nor2_2	17	106
buf_2	6	30.0
nor2_1	27	101
xor2_1	10	87.6
clkbuf_1	6	22.5
nor4_1	11	68.8
nand3_1	14	70.1
a21oi_1	8	40.0
nor3_1	8	40.0
dfrtp_1	36	901
routing by layer:
metal,vias up,track usage,wire length [µm]
met4,0,0.0189,40
met5,-,0,0
met3,5,0.0316,216
met1,1066,0.383,2930
met2,35,0.303,2450
li1,1135,-,-
kinds of logic after synthesis:
group,count (synthesis)
simple gates,138
compound gates,52
flops,37
buf+inv,34
xor+xnor,27
mux,7
fa+ha+maj,6
state kept, by name (all words and copies together) (netlist names):
register,count
ledcon.ps,4
lclk.clock_250hz,1
lclk.counter,32
cell type report:
type                    instances  area [µm²]
clock buffers                   7        96.3
fillers                       442        2050
inverters                      15        56.3
well taps                      70        87.6
multi-input cells             230        1550
flip-flops and latches         37         927
repair buffers                 31         303
clock inverters                 1        5.00
critical path, stage by stage:
cell and delay (ns):
clkdlybuf4s50_1 0.39, mux2_2 0.26, o22a_1 0.19, o22ai_1 0.39, ha_1 0.36, nor2_1 0.12, a211oi_1 0.06, a311oi_1 0.20
clkdlybuf4s50_1 0.50
how the worst min path moves through the flow:
stage | end | cells past startpoint | start | slack (ns)
6_report | lclk.clock_250hz | 1 | lclk.clock_250hz | 0.53
5_1_grt | lclk.clock_250hz | 1 | lclk.clock_250hz | 0.56
4_1_cts | lclk.counter[0] | 1 | lclk.counter[0] | 0.53
power groups by stage:
| stage | logic [µW] | clock network, µW | registers (µW) |
|---|---|---|---|
| final | 27.2 | 121 | 143 |
| after CTS | 27.6 | 123 | 143 |
| after global routing | 30.5 | 132 | 143 |
Power and IR drop assume default switching activity.
